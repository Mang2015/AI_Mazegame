==> design.v <==
module  color_mapper ( input              is_ball,             
							  input is_maze, is_goal, is_path,
                       input        [9:0] DrawX, DrawY,        
                       output logic [7:0] VGA_R, VGA_G, VGA_B  
                     );
    logic [7:0] Red, Green, Blue;
    assign VGA_R = Red;
    assign VGA_G = Green;
    assign VGA_B = Blue;
    always_comb
    begin
        if (is_ball == 1'b1) 
        begin
            Red = 8'hff;
            Green = 8'hff;
            Blue = 8'hff;
        end
		  else if(is_maze == 1'b1)
		  begin
            Red = 8'hff;
            Green = 8'hff;
            Blue = 8'hff;
		  end
		  else if(is_path == 1'b1)
		  begin
            Red = 8'hff;
            Green = 8'h00;
            Blue = 8'h00;
		  end
		  else if(is_goal == 1'b1)
		  begin
            Red = 8'h00;
            Green = 8'hff;
            Blue = 8'h00;
		  end
        else 
        begin
            Red = 8'h3f; 
            Green = 8'h00;
            Blue = 8'h7f - {1'b0, DrawX[9:3]};
        end
    end 
endmodule
==> run.sh <==
#!/bin/bash
# OpenROAD 26Q1-2900-gdf79404cd8, Yosys 0.63+post, stock flow scripts
make -C /OpenROAD-flow-scripts/flow DESIGN_CONFIG=/design/flow/config.mk WORK_HOME=/design/flow/orfs finish
==> config.mk <==
export PLATFORM = sky130hd
export DESIGN_NAME = color_mapper
export DESIGN_NICKNAME = color_mapper
export VERILOG_FILES = /design/flow/design.v
export SDC_FILE = /design/flow/constraint.sdc
export NUM_CORES = 4
export LEC_CHECK = 1
export CORE_AREA = 10 10 70 70
export DIE_AREA = 0 0 80 80
==> constraint.sdc <==
current_design color_mapper

set clk_period 1.8
set clk_io_pct 0.2

create_clock -name clk0 -period $clk_period

set non_clock_inputs [all_inputs -no_clocks]
set_input_delay [expr $clk_period * $clk_io_pct] -clock clk0 $non_clock_inputs
set_output_delay [expr $clk_period * $clk_io_pct] -clock clk0 [all_outputs]
==> results_dict.tcl <==
# metrics dict for downstream scripts
set metrics [dict create \
    power_frac_comb 1.000 \
    drt_pre_antenna_iters 2 \
    synthTopCellsByArea "buf_4 46%, o21ai_2 29%, nor2_8 9.4%" \
    crit_chain "clkdlybuf4s15_2, or2_4, buf_4, buf_4, o21ai_2, clkdlybuf4s15_1" \
    warnings 45 \
    drt-total-wl_um 917 \
    design.core.area_um2 3420 \
    p_int_uw 76.2 \
    cp.arrival_ns 1.39 \
    p_sw_uw 30.3 \
    antenna_found_initial 0 \
    synth_cell_types 8 \
    ys_area_um2 214 \
    fp-utilization 0.0626 \
    critPathKind "primary input to output port" \
    fillerInstances 382 \
    vias 284 \
    rsz0062_at_grt "false" \
    port_buffers 35 \
    seqCellArea_um2 0 \
    drive_gt1_frac 0.424 \
    pin_count 48 \
    drc 0 \
    crit_family "buffers and inverters" \
    largest_area_cell "buf_4" \
    vias_per_cell 2.70 \
    tightest_slew_ns 0.195 \
    antenna_left 0 \
    end_kind "output port" \
    timing.fmax_mhz 573 \
    ctsHoldBuffers 0 \
    drv_cap 0 \
    relSlewSlack 0.869 \
    slowest_delay_ns 0.28 \
    ys_cells 27 \
    hold_path.class "primary input to output port" \
    cellPowerDensity_nw_per_um2 178 \
    hold_viol_final 0 \
    slew_viol_final 0 \
    required_ns 1.44 \
    setup_violations 0 \
    fin_crit_sh 0.970 \
    flops 0 \
    place.gp.congestion 0.763 \
    period_minus_slack_ns 1.75 \
    grt_max_degree 9 \
    syn_to_final_growth_pct 180 \
    grt_pass1_wl_um 1330 \
    grt_overflow 0 \
    die_area_um2 6400 \
    critPathSlowestCell "or2_4" \
    drt_iter0_drc 1 \
    n_antenna_cell 0 \
    total_power_uw 107 \
    cpMostUsedCell "buf_4" \
    synth_cells 27 \
    synth_top_area_share 0.456 \
    sw_frac_of_total 0.285 \
    wire_per_inst_um 8.73 \
    avgSynthCellArea_um2 7.92 \
    core.rowCount 21 \
    die_x_um 80 \
    ys_seq_share 0 \
    postLayoutCellArea_um2 599 \
    p_leak_uw 0.000235 \
    chipHeight_um 80 \
    clock_buffers 0 \
    fin_setup_tns_ns 0 \
    startpoint_type "primary input" \
    grt_usage 0.0245 \
    grt_pass1_vias 297 \
    yosys_warnings 1 \
    irDropWorstVdd_v 0.0000569 \
    worst-path-max-fanout 6 \
    p_clk_frac 0 \
    placed_cell_area_um2 552 \
    syn-cell-area_um2 214 \
    status "completed" \
    cp.buffers_inverters 4 \
    pwr-share-seq 0 \
]
==> final cells by class <==
cell class | instances | area, µm² | share of cell area
Timing Repair Buffer | 45 | 425 | 0.710
Multi-Input combinational cell | 12 | 109 | 0.182
Inverter | 2 | 7.51 | 0.0125
Tap cell | 46 | 57.6 | 0.0960
==> worst paths after layout <==
kind                 from        to  slack, ns  cells after the start
setup / recovery  is_path  VGA_B[5]       0.05                      6
hold / removal    is_ball  VGA_B[6]       1.17                      5
==> power by group through the flow <==
| stage | combinational [µW] | clock, µW | sequential [µW] |
|---|---|---|---|
| 6_report | 107 | 0 | 0 |
| 5_1_grt | 117 | 0 | 0 |
| 4_1_cts | 109 | 0 | 0 |
==> logic make-up after synthesis <==
| logic type | count (synthesis) | synth area share |
|---|---|---|
| buffers and inverters | 15 | 0.491 |
| and+or+nand+nor | 4 | 0.199 |
| AOI/OAI and AO/OA | 8 | 0.310 |
==> cells in the mapped netlist <==
master / instances
buf_4: 13
o21ai_2: 7
inv_1: 2
nand3b_1: 1
nor2_8: 1
o21ai_0: 1
or2_4: 1
or3_1: 1
==> routing by layer <==
metal,GRT usage,vias up,routed length [µm]
met5,0,-,0
met2,0.0273,35,203
met3,0.0261,0,336
met4,0,0,0
met1,0.0323,108,377
li1,-,141,-
==> metrics by stage <==
step	setup slack (ns)	cells	utilization	hold slack (ns)
finish	0.0537	105	0.175	1.17
global route	0.00238	105	0.175	1.22
CTS	0.00135	104	0.176	1.40
detailed placement	-0.313	97	0.162	1.65
global placement	-0.304	97	0.162	1.66
floorplan	0.446	27	-	0.748
==> placed cells by master (no fill, tap or decap) <==
master	synthesis	routed
clkdlybuf4s50_1	0	24
buf_4	13	9
o21ai_2	7	7
clkdlybuf4s15_2	0	3
clkbuf_2	0	3
dlygate4sd2_1	0	3
inv_1	2	2
or2_4	1	1
nor2_8	1	1
nand3b_1	1	1
o21ai_1	0	1
or3_1	1	1
clkdlybuf4s15_1	0	1
dlymetal6s2s_1	0	1
buf_12	0	1
==> timing repair <==
item,in CTS,in global routing
buffers inserted,7,1
pin swaps,2,1
gates resized,17,8
setup endpoints to repair,24,18
Power figures rest on the tool's default switching activity, not on a simulated workload.
